==> ./design.v <==
`timescale 1ns / 1ps
module LedCPUcore(clk,rst,addrRd,dataRd,outPattern );
	input  clk,rst;
	output reg [7:0] addrRd;
	input [15:0] dataRd;
	output reg [7:0] outPattern; 
	parameter FREQ = 50_000_000/16;
	reg [7:0] addrRdNext;
	reg [7:0] outPatternNext;
	reg [25:0] count, countNext;
	reg [7:0] processTime, processTimeNext;
	always@(posedge clk) begin
		addrRd <= addrRdNext;
		outPattern <= outPatternNext;
		count <= countNext;
		processTime <= processTimeNext;
	end
	always@(*)begin
		outPatternNext = outPattern;
		countNext = count;
		processTimeNext = processTime;
		addrRdNext = addrRd;
		if(rst)begin
			addrRdNext = 0;
			outPatternNext = 0;
			countNext = 0;
			processTimeNext = 0;
		end
	 else if(dataRd[7:0]!=0)begin
		countNext=count+1;
		outPatternNext=dataRd[15:8];
		if(count==FREQ)begin
		countNext=0;
		processTimeNext=processTime+1;
		end
		if(processTime==dataRd[7:0]) begin
		addrRdNext=addrRd+1;
		processTimeNext=0;
		end
      end
	 else if(dataRd[7:0]==0) begin
	 addrRdNext=addrRd+1;
	 end
	 end
	endmodule
==> ./run.sh <==
#!/bin/bash
# OpenROAD 26Q1-2900-gdf79404cd8, Yosys 0.63+post, stock flow scripts
make -C /OpenROAD-flow-scripts/flow DESIGN_CONFIG=/design/flow/config.mk WORK_HOME=/design/flow/orfs finish
==> ./config.mk <==
export PLATFORM = sky130hd
export DESIGN_NAME = LedCPUcore
export DESIGN_NICKNAME = LedCPUcore
export VERILOG_FILES = /design/flow/design.v
export SDC_FILE = /design/flow/constraint.sdc
export NUM_CORES = 4
export LEC_CHECK = 1
export CORE_UTILIZATION = 40
==> ./constraint.sdc <==
current_design LedCPUcore

set clk_period 4.5
set clk_io_pct 0.2

create_clock -name clk0 -period $clk_period [get_ports {clk}]

set non_clock_inputs [all_inputs -no_clocks]
set_input_delay [expr $clk_period * $clk_io_pct] -clock clk0 $non_clock_inputs
set_output_delay [expr $clk_period * $clk_io_pct] -clock clk0 [all_outputs]
==> results.toml <==
# physical design summary
[critical_path]
crit_fanout = 15
cp-end-kind = "register"
critPathKind = "input port to register"
cp.arrival_ns = 3.38
startpoint_type = "input port"
critical_path_required_ns = 4.75

[global_routing]
grt_pass1_vias = 1856
grtUsageTotal_pct = 17.6
grt_use_met3_pct = 2.62
grt_max_degree = 29
antenna_found_initial = 0
grt_use_met1_pct = 28.9
grt_util_met2_pct = 25.9
grt_remaining_overflow = 0
busiest_layer = "met1"
grt_pass1_wl_um = 8910

[timing]
fin_setup_tns_ns = 0
hold_viol_final = 0
tightest_slew_ns = 0.761
period_used_pct = 69.6
slew_headroom_pct = 49.2
rsz0062_at_grt = "false"
fin_skew_ns = 0.00820
maxSlewViolCount = 0
max_freq_mhz = 319
min_period_ns = 3.13
setup_viol = 0

[final_layout]
layout-drive-gt1-share_pct = 4.89
area_growth_pct = 20.5
nFillCells = 582
regArea_um2 = 1000
fin_area_um2 = 3020
logic_area_um2 = 1420

[yosys]
flop_cell = "dfxtp_1"
top_cell_area_share_pct = 40.0
syn_area_um2 = 2500
ys_cells = 294
synth_area_per_cell_um2 = 8.52
yosysUniqueCellTypes = 41
yosysWarnings = 1
synthTopCellsByCount = "dfxtp_1 (50), nand2_1 (33), nor2_1 (33)"
syn_inst = 294
yosys_area_um2 = 2500
synth_area_leader_cell = "dfxtp_1"
synth-async-reset-ratio_pct = 0
topCellsByArea = "dfxtp_1 (40%), xor2_1 (9.4%), nand2_1 (4.9%)"
synth-edff-count = 0
ys_ff = 50
top_cell = "dfxtp_1"
synth_seq_share_pct = 40.0

[cts]
clkSlewWorstSetupHoldPaths_ns = 0.10
cts_tree = "built"
clockBufferDepth = 2
clk_latency_ns = 0.31
root_buffer = "clkbuf_8"
numCtsBuffers = 5
h-tree-depth = 2
cts_resized = 0
hold_buffers = 0
cts_setup_buffers = 0
cts.sinks = 50

[placed_design]
dp_hpwl_um = 3760
io_buffers = 33
gp_congestion = 0.835
post_dp_cell_area_um2 = 2910

[detailed_routing]
postRouteAntennaNets = 0
avgRoutedWirePerCell_um = 13.3
drt-total-wl_um = 5350
diodes = 0
vias = 2075
vias_per_cell = 5.16
drtPass1Iterations = 4
drc = 0
drt_iter0_drc = 90

[floorplan]
fp_util_pct = 41.8
core_region_area_um2 = 5990
die_w_um = 81.1
rows = 28
io_pins = 34
dieArea_um2 = 6580
die_h_um = 81.1

[job]
drv_cap = 0
warnings = 27

[pwr]
total_leakage_power_nw = 1.05
power-per-cell-area_nw_per_um2 = 276
ir_drop_v = 0.000139

[worst_hold_path]
hold_class = "register to register"

[status]
status = "completed"
[worst paths after layout]
| kind | slack, ns | endpoint | startpoint | cells after the start |
|---|---|---|---|---|
| worst max-delay path | 1.37 | addrRd[5] | dataRd[4] | 8 |
| worst min-delay path | 0.46 | outPattern[3] | outPattern[3] | 2 |
| worst max register to register | 2.12 | count[10] | count[0] | 8 |
| worst min register to register | 0.46 | outPattern[3] | outPattern[3] | 2 |
[worst max-delay path: stages]
cell	delay, ns
clkdlybuf4s50_1	0.46
nor4_4	0.52
and2_1	0.30
buf_4	0.25
a21oi_1	0.10
buf_4	0.22
or4_1	0.47
a21oi_1	0.15
[metal layers]
layer | vias to the layer above | share of wire (%)
met1 | 936 | 54
met4 | 0 | 0.79
li1 | 1093 | -
met2 | 42 | 41
met3 | 4 | 4.1
met5 | - | 0
[area by class of cell]
| class | count | share of cell area, % |
|---|---|---|
| multi-input cells | 224 | 47.1 |
| clock inverters | 3 | 1.45 |
| clock buffers | 5 | 2.28 |
| flip-flops and latches | 50 | 33.2 |
| inverters | 8 | 0.995 |
| well taps | 75 | 3.11 |
| repair buffers | 37 | 11.9 |
[sequential cells by signal, indices dropped and copies added (netlist names)]
signal       count
addrRd           8
count           26
outPattern       8
processTime      8
[cells in the final DEF (no fill, tap or decap), drive strengths merged, types with 3 or more instances in the layout]
| cell | count |
|---|---|
| nor4b | 3 |
| xnor2 | 11 |
| nor3 | 7 |
| nand3 | 14 |
| ha | 5 |
| xor2 | 27 |
| dfxtp | 50 |
| nand2 | 33 |
| o31ai | 3 |
| and2 | 5 |
| a211oi | 6 |
| or3 | 3 |
| o21ai | 3 |
| buf | 4 |
| nor2 | 33 |
| or4 | 4 |
| clkdlybuf4s50 | 33 |
| nor4 | 9 |
| a21oi | 19 |
| inv | 9 |
| and3 | 6 |
| clkbuf | 5 |
| nand4 | 13 |
| and4 | 3 |
[power by group]
part,total [W],switching (W),internal (W),leakage (nW)
combinational,0.0000521,0.0000228,0.0000293,0.590
clock,0.000326,0.000159,0.000167,0.0585
sequential,0.000454,0.00000531,0.000448,0.405
[kinds of logic after synthesis]
group,count (synthesis),share of synthesized area [%]
compound gates,36,9.04
xor+xnor,38,13.3
fa+ha+maj,5,2.50
simple gates,142,30.6
flops,50,40.0
mux,3,1.30
buf+inv,20,3.35
[stage by stage]
step	hold slack, ns	setup slack [ns]	util (%)	total power (W)	instances
detailed placement	0.445	1.05	48.5	0.000517	394
finish	0.455	1.37	50.4	0.000831	402
floorplan	0.417	1.97	-	0.000485	294
CTS	0.460	1.38	50.4	0.000840	402
global placement	0.440	1.12	48.5	0.000517	394
global route	0.476	1.21	50.4	0.000868	402
Power is estimated from default activity; no workload was simulated.

==> design/flow/design.v <==
`timescale 1ns / 1ps
module UDC(rst,clk,upDown,sevenSegment,anode);
input rst,clk;
input upDown;
output reg[7:0] sevenSegment;
output reg[3:0] anode;
wire en;
timer timer(.clk(clk),.rst(rst),.en(en));
reg [3:0] cnt,cntNext;
always@(posedge clk) begin
 cnt <= #1 cntNext;
end
always @(*) begin 
	anode=4'b0111;
	cntNext=cnt;
	sevenSegment = 8'b00000011;
	 if(rst) begin
	  cntNext=0;
	  sevenSegment = 8'b00000011;
	 end
	else if(en) begin 
	 if(upDown==1) begin
	 cntNext=cnt+1;
	 if(cnt==9) begin
	 cntNext=0;
	 end 
	 end else if(upDown==0) begin
	 cntNext=cnt-1;
	 if(cnt==0) begin
	 cntNext=9;
	 end 
	 end
	 end
	 case(cnt)
			0:  sevenSegment = 8'b00000011;   
			1:  sevenSegment = 8'b10011111;   
			2:  sevenSegment = 8'b00100101;   
			3:  sevenSegment = 8'b00001101;   
			4:  sevenSegment = 8'b10011001;   
			5:  sevenSegment = 8'b01001001;   
			6:  sevenSegment = 8'b01000001;   
			7:  sevenSegment = 8'b00011111;   
			8:  sevenSegment = 8'b00000001;   
			9:  sevenSegment = 8'b00001001;   
		endcase
  end
endmodule
`timescale 1ns / 1ps
module timer(clk, rst, en);
input clk, rst;
output en;
parameter COUNT=50_000_000;
reg [25:0] cnt, cntNext;
always@(posedge clk)begin
	cnt <= cntNext;
end
always@(*)begin
	cntNext=cnt;
if(rst) begin
cntNext = 0;
end
else if(COUNT==cnt-1)begin
cntNext=0;
end
cntNext = cnt + 1;
end
assign en = (cnt==0);
endmodule
==> design/flow/run.sh <==
#!/bin/bash
# OpenROAD 26Q1-2900-gdf79404cd8, Yosys 0.63+post, stock flow scripts
make -C /OpenROAD-flow-scripts/flow DESIGN_CONFIG=/design/flow/config.mk WORK_HOME=/design/flow/orfs finish
==> design/flow/config.mk <==
export PLATFORM = sky130hd
export DESIGN_NAME = UDC
export DESIGN_NICKNAME = UDC
export VERILOG_FILES = /design/flow/design.v
export SDC_FILE = /design/flow/constraint.sdc
export NUM_CORES = 4
export LEC_CHECK = 1
export CORE_AREA = 10 10 107 107
export DIE_AREA = 0 0 117 117
==> design/flow/constraint.sdc <==
current_design UDC

set clk_period 6.0
set clk_io_pct 0.2

create_clock -name clk0 -period $clk_period [get_ports {clk}]

set non_clock_inputs [all_inputs -no_clocks]
set_input_delay [expr $clk_period * $clk_io_pct] -clock clk0 $non_clock_inputs
set_output_delay [expr $clk_period * $clk_io_pct] -clock clk0 [all_outputs]
==> notes.md <==
Notes on the flow outputs.

- Dividing the synthesized area by the synthesized cell count gives 9.00 µm².
- The internal power consumption is 0.317 mW.
- The share of layout cells above drive strength 1 reads 0.103.
- The required time reported for the critical path endpoint is 4.80 ns.
- The chip area is 13700 µm².
- The core region is 9200 µm².
- For this block, the routed nets add up to 2.88 mm of wire.
- The flow ran to the end, and the final reports show no timing, DRC or antenna violations.
- The number of placed I/O pins reads 15.
- The average vias per placed instance is 4.14.
- According to the hold report, the worst path is of the reg -> reg type.
- The relative slew slack reads 0.576.
- The clock-pin slew of the registers on the worst-case setup and hold paths reads 0.06 ns.
- Setup repair after global routing left no endpoint under its margin.
- The final routed DRC violation total reads 0.
- The final clock period utilization by the worst path reads 0.507.
- The type of destination of the critical path is an output port.
- The number of rows created at floorplan reads 35.
- The most instantiated flip-flop cell in the synthesis netlist is dfxtp_1.
- The switching fraction of total power is 0.224.
- The wire length of the first global-routing pass is 4.91 mm.
- The horizontal die dimension reported for this design is 117 µm.
- The detailed-route via count is 1225.
- The post-route core utilization is 0.203.
- The post-route antenna net violation count is 0.
- Once the clock tree was built, the resizer swapped 0 gates to a different size.
- The reported leakage power is 0.683 nW.
- The floorplan step set the die height to 117 µm.
- The number of buffers created by CTS is 5.
- The number of diodes reads 0.
- The cell total in the yosys stat output reads 179.
- The count of fill cells added during filler insertion reads 1004.
- Detailed placement ended at an HPWL of 2.04 mm.
- The number of enable-type register cells in the synthesized netlist is 0.
- Timing analysis after detailed placement gives a worst setup slack of 3.25 ns.
- The number of max-capacitance violations reported is 0.
- The cell count after synthesis came out at 179.
- The beginning of the critical path is cnt[1].
- The post-CTS repair timing setup buffer count reads 0.
- CTS reports a maximum clock tree buffer depth of 2.
- The launch point of the worst hold path reads timer.cnt[0].
- The sequential share of power reads 0.522.
- The post-route minimum period is 3.04 ns.
- The TritonCTS clock tree reads built.
- The overall routing resource usage reads 0.0421.
- The floorplan core density reads 0.175.
- Counting the warning lines in the Yosys log gives 2.
- After layout, the setup clock skew is reported as 0.00298 ns.
- The arrival time at the worst endpoint reads 1.84 ns.
- The OpenROAD warning count is 26.
- The final routed wire length divided by cell count reads 9.73 µm.
- The worst setup path is of the reg -> out kind.
- The largest net degree at the start of global routing is 21.
- The layout-stage area growth over the synthesis result reads 15.9%.
- The initial antenna violation count is 0.
- The synthesized netlist contains 42 unique library cells.
- The setup violation total in the final timing report is 0.
- The maximum level of the CTS H-tree is 2.
- The number of DRC markers in iteration 0 is 73.
- The maximum operating frequency reads 0.329 GHz.
- The share of total power in the clock network is 0.379.
- Along the worst path, the maximum fanout reaches 13.
- The flip-flop and latch count after synthesis reads 30.
- The number of port buffers reads 9.
- CTS placed an instance of clkbuf_8 at the clock tree root.
- The insertion delay to the later sink of the worst-skew pair reads 0.27 ns.
- The switching component of the power was reported as 0.0914 mW.
- Per the timing report, the most critical flop-to-flop path originates at timer.cnt[0].
- The hold-fix buffer count after cts reads 0.
- The via count of the first global-routing pass was 1073.
- Routability-driven placement finished with a final weighted congestion of 0.768.
- The number of detailed-routing iterations run before antenna repair reads 4.
- The area of the mapped netlist is 1610 µm².
- The detailed placer reported the number of placed instances as 290.
- The number of clock sinks is 30.
- For reference, the final report shows the max-slew violation count at 0.
- The portion of total power attributed to combinational logic reads 0.099.
- The post-synthesis async set-or-reset flop share reads 0.
- Across all setup checks in the final design, the least slack found is 2.96 ns.
- In the final report, the number of hold violations comes to 0.
- The residual overflow from global routing is 0.
- The transition at the pin with the smallest max-transition slack is 0.635 ns.
- The power per unit of standard cell area is 219 nW/µm².
- The final cell count without fillers reads 296.
- The largest vdd supply drop reads 73.5 µV.
- The final setup TNS reads 0 ns.
- The element type at the critical path start is a flip-flop.
- The chip area estimate from yosys synthesis is 1610 µm².
- Per Yosys stat, the portion of area used by sequential elements is 0.373.
worst max-delay path, cell delays in order (launching register included):
cell             delay (ns)
dfxtp_1                0.59
inv_1                  0.18
nor4_1                 0.29
clkdlybuf4s50_1        0.52
layout by cell type (no fill, tap or decap), drive strengths merged, types with 2 or more instances in the layout:
cell type | Yosys | routed
xnor2 | 17 | 17
clkdlybuf4s50 | 0 | 9
a31oi | 2 | 2
o21ai | 7 | 7
and3b | 2 | 2
nor3 | 7 | 7
dfxtp | 30 | 30
inv | 7 | 7
nand2 | 9 | 9
xor2 | 11 | 11
clkbuf | 4 | 6
and4 | 2 | 2
and3 | 4 | 4
or2 | 3 | 3
nor4 | 10 | 10
nand4 | 7 | 7
a21oi | 6 | 6
nand2b | 3 | 3
conb | 2 | 5
or3 | 2 | 2
nand3 | 13 | 13
ha | 2 | 2
nor2 | 12 | 12
power groups by stage:
stage / Clock [mW] / Combinational [mW] / Sequential, mW
after CTS: 0.161 / 0.0413 / 0.213
after global routing: 0.168 / 0.0465 / 0.215
final: 0.155 / 0.0404 / 0.213
path summary, 6_finish.rpt:
kind / slack [ns] / to / depth (start not counted)
max: 2.96 / sevenSegment[5] / 3
min: 0.48 / timer.cnt[0] / 1
max reg2reg: 4.36 / cnt[3] / 6
min reg2reg: 0.48 / timer.cnt[0] / 1
sequential cells by signal (all words and copies together), names as in the netlist:
signal,cells
cnt,4
timer.cnt,26
Yosys cell counts (2+ instances only):
cell      number  area share
dfxtp_1       30        0.37
xnor2_1       17       0.092
nand3_1       12       0.037
nor2_1        12       0.028
xor2_1        11       0.060
nand2_1        9       0.021
inv_1          7       0.016
o21ai_0        7       0.022
a21oi_1        6       0.019
nor3_1         6       0.019
nor4_1         6       0.023
buf_4          5       0.023
and3_1         4       0.016
clkbuf_1       4      0.0093
nand4_1        4       0.016
nand2b_1       3       0.012
a31oi_1        2      0.0078
and3b_1        2       0.011
buf_2          2      0.0062
conb_1         2      0.0047
ha_1           2       0.016
nand4_2        2       0.016
nor4_2         2       0.016
nor4_4         2       0.026
or2_2          2      0.0078
or3_1          2      0.0078
cell families after synthesis:
kind of cell    Yosys count  share of synthesized area
fa+ha+maj                 2                     0.0155
simple gates             77                      0.318
xor+xnor                 28                      0.152
flops                    30                      0.373
compound gates           21                     0.0792
buf+inv                  19                     0.0575
other cells               2                    0.00466
area by class of cell:
class	count	area, µm²	area share
clock buffers	6	82.6	0.0442
inverters	7	26.3	0.0141
multi-input cells	133	930	0.498
flip-flops and latches	30	601	0.322
well taps	111	139	0.0743
repair buffers	9	90.1	0.0482
layer usage:
layer	part of all wire	GRT usage
met5	0	0
met3	0.064	0.0134
met2	0.40	0.0589
met1	0.53	0.0630
met4	0.014	0.00577
metrics by stage:
step           instance area (µm²)  hold WS [ns]  power (mW)
2_1_floorplan                 1620         0.432       0.242
3_3_place_gp                  1790         0.464       0.258
3_5_place_dp                  1790         0.466       0.259
4_1_cts                       1870         0.484       0.415
5_1_grt                       1870         0.507       0.429
6_report                      1870         0.477       0.408
Power is estimated from default activity; no workload was simulated.
